`design/flow/config.mk`:
```
export PLATFORM = sky130hd
export DESIGN_NAME = ALU
export DESIGN_NICKNAME = ALU
export VERILOG_FILES = /design/flow/design.v
export SDC_FILE = /design/flow/constraint.sdc
export NUM_CORES = 4
export LEC_CHECK = 1
export CORE_UTILIZATION = 40
```
`design/flow/constraint.sdc`:
```
current_design ALU

set clk_period 12.8
set clk_io_pct 0.2

create_clock -name clk0 -period $clk_period

set non_clock_inputs [all_inputs -no_clocks]
set_input_delay [expr $clk_period * $clk_io_pct] -clock clk0 $non_clock_inputs
set_output_delay [expr $clk_period * $clk_io_pct] -clock clk0 [all_outputs]
```
`design/flow/design.v`:
```
module ALU(SrcA,SrcB,Result,ALUOp,zero,Lt,Ltu);
input signed [31:0] SrcA;  
input signed [31:0] SrcB;  
input [3:0] ALUOp; 
output [31:0] Result;
output zero ;
output Lt ;
output Ltu;
localparam ADD = 4'b0000;
localparam SUB = 4'b0001;
localparam AND = 4'b0010;
localparam OR  = 4'b0011;
localparam XOR = 4'b0100;
localparam SLL = 4'b0101;
localparam SRL = 4'b0110;
localparam SRA = 4'b0111;
localparam LT = 4'b1000;
localparam LTU = 4'b1001;
localparam NOP = 4'b1010;
wire overflow ;
wire Lt;
wire Ltu;
wire Shift_L_R;
wire CompareOp;
wire Arith_Shift;
wire [1:0] LogicOp;
wire [31:0] LogicOp_Result;
wire [31:0] Shift_Result;
wire [31:0] Compare_result;
wire [4:0] Shift_amount;
wire [32:0] Sub_Add_Result;
wire [31:0] and_result;
wire [31:0] or_result;
wire [31:0] xor_result;
wire add_sub_en;
wire logicalOp_src = ALUOp == AND || ALUOp == OR || ALUOp == XOR;
wire arithmatic_src    = ALUOp == ADD || ALUOp == SUB;
wire shift_src		= ALUOp == SLL || ALUOp == SRL || ALUOp == SRA;
wire compare_src  = ALUOp == LT || ALUOp == LTU ;
assign add_sub_en = ALUOp == ADD ;  
assign LogicOp = ALUOp[1:0];
assign Shift_L_R = ALUOp == SLL;
assign Arith_Shift = ALUOp == SRA ;
assign CompareOp = ALUOp[0];
wire [31:0] SrcB_Signed = add_sub_en ? SrcB : (~SrcB) + 32'b1 ;
assign Sub_Add_Result = add_sub_en ? SrcA + SrcB : SrcA + SrcB_Signed;
assign overflow = ((SrcA[31] & SrcB_Signed[31] & ~Sub_Add_Result[31]) || (~SrcA[31] & ~SrcB_Signed[31] & Sub_Add_Result[31]));
assign zero = !Sub_Add_Result;
assign Lt = overflow ^ Sub_Add_Result[31];
assign Ltu = ~Sub_Add_Result[32];
assign Shift_amount = SrcB[4:0];
assign Shift_Result = Shift_L_R ? SrcA << Shift_amount : 
					  Arith_Shift ? SrcA >>> Shift_amount : 					 
					  SrcA >> Shift_amount;
assign LogicOp_Result = LogicOp == 2'b00 ? SrcA ^ SrcB :								
						LogicOp == 2'b10 ? SrcA & SrcB :				
						LogicOp == 2'b11 ? SrcA | SrcB : 32'b0;	
assign Compare_result = CompareOp ? {31'b0,Ltu} : {31'b0,Lt};
assign Result = arithmatic_src ? Sub_Add_Result[31:0] :
				logicalOp_src  ? LogicOp_Result :
				shift_src      ? Shift_Result   :
				compare_src    ? Compare_result : 
				32'b0 ;
endmodule
```
`design/flow/run.sh`:
```
#!/bin/bash
# OpenROAD 26Q1-2900-gdf79404cd8, Yosys 0.63+post, stock flow scripts
make -C /OpenROAD-flow-scripts/flow DESIGN_CONFIG=/design/flow/config.mk WORK_HOME=/design/flow/orfs finish
```
==> results.json <==
{
  "status": "finished, final reports clean",
  "fin_area_um2": 9060,
  "floorplan.core_area_um2": 19000,
  "total_cell_area_at_the_placement_stage_um2": 9060,
  "die_height_um": 142,
  "ys_warn_count": 0,
  "cp-end-kind": "primary output",
  "critPathMaxFanout": 7,
  "ant_nets": 0,
  "layout-drive-gt1-share": 0.0725,
  "cp_slowest_cell": "sky130_fd_sc_hd__clkdlybuf4s50_1",
  "critPathLaunchType": "input pin",
  "vdd_drop_max_v": 0.0000236,
  "syn-instance-count": 1104,
  "detail_route.drc_violations": 0,
  "finalClockPeriodUsage": 0.908,
  "postCtsResizedCells": 0,
  "global_route.usage.met3": 0.0764,
  "arrival_time_worst_endpoint_ps": 9060,
  "cp.required_ps": 10240,
  "drtPass1Iterations": 6,
  "placementRows": 50,
  "globalRoute.totalOverflow": 0,
  "gp_congestion": 1.00,
  "setup_viol": 0,
  "final.setup.worst_slack_ps": 1180,
  "cp_common_cell": "sky130_fd_sc_hd__nor2_1",
  "cts_post_setup_buffers_inserted": 0,
  "path_delay_family": "simple AND/OR/NAND/NOR gates",
  "most_used_layer_global_route": "met2",
  "regArea_um2": 0,
  "crit_path_cell_trace": "clkdlybuf4s50_1 -> or2_2 -> nor2_1 -> nand2_1 -> nor2_1 -> nand2_1 -> nor3_1 -> nand2_1 -> nor4_1 -> nor2_1 -> xnor2_1 -> ha_1 -> a21o_1 -> a21o_1 -> a21oi_1 -> nor2_1 -> a2111o_1 -> or4_1 -> nor4_1 -> o2111ai_1 -> nor4b_2 -> clkdlybuf4s50_1",
  "power.density_nw_per_um2": 48.5,
  "warning_count": 70,
  "drt_first_iter_violations": 967,
  "die_area_um2": 20300,
  "num-clock-buffers": 0,
  "antenna_cells": 0,
  "synth-area-yosys_um2": 7880,
  "finalSetupTns_ps": 0,
  "totalWireLength_mm": 33.0,
  "totalPowerFinal_uw": 439,
  "static-leakage-power_uw": 0.00376,
  "first_global_vias": 8440,
  "multi_input_comb_area_um2": 7320,
  "grt_start_max_net_pins": 71,
  "io_pins": 103,
  "finalHoldViolations": 0,
  "worst_slew_margin_rel": 0.462,
  "holdBufCountCts": 0,
  "antenna_found_initial": 0,
  "achievable-frequency_ghz": 0.0861,
  "routed_via_density": 6.48,
  "grt.met2_usage": 0.500,
  "vias": 9106,
  "netlist-cell-type-count": 65,
  "dp_worst_setup_slack_ps": 1350,
  "flops": 0,
  "area_growth_syn_to_layout_pct": 14.9,
  "cap_violations": 0,
  "maxSlewViolCount": 0,
  "netlist_area_before_placement_um2": 7880,
  "worst_pin_slew_ps": 800,
  "grt_pass1_wl_mm": 50.4,
  "rsz_0062_raised_after_global_routing": "false",
  "setup.worst_path.class": "input pin to primary output",
  "timing.critical_path.slowest_cell_delay_ps": 510,
  "yosysSeqAreaShare": 0,
  "yosys_stat_cell_total": 1104,
  "initCoreUtil": 0.415,
  "avgSynthCellArea_um2": 7.14,
  "num-fill-cells": 1957,
  "hold_path_class": "input pin to primary output",
  "cp_num_buf_inv": 2,
  "grt_use_total": 0.336,
  "wire_per_inst_um": 23.5,
  "die_width_um": 142,
  "hpwl_reported_at_the_end_of_detailed_placement_mm": 25.9,
  "placement.io_buffers": 103,
  "global_routing_met1_resource_utilization": 0.478,
  "holdWs_ps": 6090,
  "final_period_minus_worst_setup_slack_ps": 11620
}
## per-layer routing
layer  wire length, um  up-vias  part of all wire
met4              1390        0             0.042
li1                  -     4227                 -
met1             13800     4309              0.42
met2             14600      490              0.44
met5                 0        -                 0
met3              3300       80              0.10
## logic make-up after synthesis
logic type	Yosys count	synth area share
xor+xnor	60	0.0667
fa+ha+maj	103	0.164
buf+inv	152	0.0727
mux	125	0.227
compound gates	372	0.304
simple gates	292	0.165
## placed cells by master (no fill, tap or decap), types with 17 or more instances in the layout
cell | netlist | final
sky130_fd_sc_hd__a211oi_1 | 17 | 17
sky130_fd_sc_hd__a21oi_1 | 81 | 81
sky130_fd_sc_hd__a31oi_1 | 21 | 21
sky130_fd_sc_hd__buf_4 | 0 | 20
sky130_fd_sc_hd__clkdlybuf4s50_1 | 0 | 97
sky130_fd_sc_hd__ha_1 | 102 | 102
sky130_fd_sc_hd__inv_1 | 67 | 67
sky130_fd_sc_hd__mux2i_1 | 80 | 80
sky130_fd_sc_hd__mux4_2 | 43 | 43
sky130_fd_sc_hd__nand2_1 | 65 | 65
sky130_fd_sc_hd__nand3_1 | 17 | 17
sky130_fd_sc_hd__nor2_1 | 137 | 136
sky130_fd_sc_hd__o21ai_0 | 85 | 85
sky130_fd_sc_hd__o22ai_1 | 43 | 43
sky130_fd_sc_hd__xnor2_1 | 44 | 44
## worst paths after layout
| kind | slack [ps] | endpoint | depth (start not counted) | from |
|---|---|---|---|---|
| worst max-delay path | 1180 | zero | 22 | SrcB[2] |
| worst min-delay path | 6090 | Result[14] | 5 | ALUOp[0] |
## cell type report
| type | count | area share |
|---|---|---|
| repair buffers | 122 | 0.127 |
| inverters | 71 | 0.0294 |
| well taps | 260 | 0.0359 |
| multi-input cells | 952 | 0.808 |
## synthesized netlist by cell type, types with 16 or more instances
| master | number | area (um2) |
|---|---|---|
| sky130_fd_sc_hd__a31oi_1 | 21 | 131 |
| sky130_fd_sc_hd__a21oi_1 | 81 | 405 |
| sky130_fd_sc_hd__clkbuf_1 | 64 | 240 |
| sky130_fd_sc_hd__nand3_1 | 17 | 85.1 |
| sky130_fd_sc_hd__o21ai_0 | 85 | 425 |
| sky130_fd_sc_hd__xor2_1 | 16 | 140 |
| sky130_fd_sc_hd__ha_1 | 102 | 1280 |
| sky130_fd_sc_hd__mux2i_1 | 80 | 801 |
| sky130_fd_sc_hd__xnor2_1 | 44 | 385 |
| sky130_fd_sc_hd__o22ai_1 | 43 | 269 |
| sky130_fd_sc_hd__a211oi_1 | 17 | 128 |
| sky130_fd_sc_hd__nor2_1 | 137 | 514 |
| sky130_fd_sc_hd__mux4_2 | 43 | 968 |
| sky130_fd_sc_hd__inv_1 | 67 | 251 |
| sky130_fd_sc_hd__nand2_1 | 65 | 244 |
| sky130_fd_sc_hd__nor3_1 | 17 | 85.1 |
## tightest hold or removal path, cell delays in order
cell	delay [ps]
sky130_fd_sc_hd__buf_2	260
sky130_fd_sc_hd__o22ai_1	110
sky130_fd_sc_hd__nand2_1	60
sky130_fd_sc_hd__a31oi_1	120
sky130_fd_sc_hd__clkdlybuf4s50_1	410
## power by group
part | switching (uW) | total (uW) | internal [uW]
Sequential | 0 | 0 | 0
Combinational | 257 | 439 | 182
Clock | 0 | 0 | 0
## through the flow
stage / utilization / instances
final: 0.476 / 1405
after global placement: 0.476 / 1405
after detailed placement: 0.476 / 1405
after global routing: 0.476 / 1405
after CTS: 0.476 / 1405
after floorplan: - / 1104
Power figures rest on the tool's default switching activity, not on a simulated workload.
