$ cat flow/config.mk
export PLATFORM = sky130hd
export DESIGN_NAME = Sign_extend
export DESIGN_NICKNAME = Sign_extend
export VERILOG_FILES = /design/flow/design.v
export SDC_FILE = /design/flow/constraint.sdc
export NUM_CORES = 4
export LEC_CHECK = 1
export CORE_AREA = 10 10 70 70
export DIE_AREA = 0 0 80 80
$ cat flow/constraint.sdc
current_design Sign_extend

set clk_period 2.6
set clk_io_pct 0.2

create_clock -name clk0 -period $clk_period

set non_clock_inputs [all_inputs -no_clocks]
set_input_delay [expr $clk_period * $clk_io_pct] -clock clk0 $non_clock_inputs
set_output_delay [expr $clk_period * $clk_io_pct] -clock clk0 [all_outputs]
$ cat flow/design.v
module Sign_extend(in,out,ExtendSrc);
input [24:0] in;
output [31:0] out;
input [2:0] ExtendSrc;
wire sign_bit = in[24];
localparam is_Itype_imm =  3'b000;
localparam is_Stype_imm =  3'b001;
localparam is_Btype_imm =  3'b010;
localparam is_Utype_imm =  3'b011;
localparam is_Jtype_imm =  3'b100;
reg [31:0] out;
always@*begin
    out = 32'b0;
    case(ExtendSrc)
    is_Itype_imm        :       out = {{20{sign_bit}},in[24:13]};
    is_Stype_imm        :       out = {{20{sign_bit}},in[24:18],in[4:0]};
    is_Btype_imm        :       out = {{19{sign_bit}},in[24],in[0],in[23:18],in[4:1]};
    is_Utype_imm        :       out = {in[24:5],12'b0};
    is_Jtype_imm        :       out = {{12{sign_bit}},in[12:5],in[13],in[23:14],1'b0};
    endcase
end
endmodule
$ cat flow/run.sh
#!/bin/bash
# OpenROAD 26Q1-2900-gdf79404cd8, Yosys 0.63+post, stock flow scripts
make -C /OpenROAD-flow-scripts/flow DESIGN_CONFIG=/design/flow/config.mk WORK_HOME=/design/flow/orfs finish
==> flow_summary.yaml <==
# yosys + openroad results
status:
  outcome: "finished, final reports clean"
logic_synthesis:
  synth_cells: 84
  top_cell: "a21oi_1"
  common_cells: "a21oi_1 (17), a21o_1 (11), nor2b_1 (8), o22ai_1 (8), a22o_1 (6)"
  yosysWarningCount: 1
  ys_chip_area_um2: 521.8
  yosys-stat-cells: 84
  yosysSeqAreaShare: 0
  area_leaders: "a21oi_1 (16%), a21o_1 (16%), a22o_1 (10%), nor2b_1 (9.6%), o22ai_1 (9.6%)"
  syn-cell-area_um2: 521.8
  avgSynthCellArea_um2: 6.211
  synth_top_cell_by_area: "a21oi_1"
  yosysTopAreaCellShare: 0.1631
  netlist-cell-type-count: 23
min_path:
  hp-class: "input pin to output port"
final_timing:
  fin_crit_ns: 2.515
  slew_headroom: 0.8096
  grt_setup_unrepaired: "false"
  setup_viol: 0
  fin_ws_ns: 0.08530
  timing.hold.ws_ns: 1.767
  drv_slew: 0
  hold_viol: 0
  fmax_mhz: 397.7
  final.period_utilization: 0.9672
  worstMarginPinSlew_ns: 0.2856
placement:
  dp_slack_ns: -0.1764
  io_buffer_count: 60
  dp_hpwl_um: 2376
  placed_area_mm2: 0.001257
  gp_congestion: 0.7643
  dp_cells: 195
pwr:
  leakage_uw: 0.0005767
  p_per_area_mw_per_mm2: 174.9
  vdd_drop_max_mv: 0.06219
final_layout:
  stdcell_area_mm2: 0.001318
  clkbuf_count: 0
  drive_gt1_frac: 0.1711
  area_growth_pct: 152.5
  register_area_um2: 0
  ff_count: 0
  stdcell_count: 198
  fillers: 351
job:
  warnings: 32
  max_cap_viol_count: 0
grt:
  grt_pass1_vias: 897
  grt_antenna_before_repair: 0
  grt_max_degree: 12
  overflow: 0
  grt_pass1_wl_um: 4422
  gr-usage-all-layers: 0.08197
routing:
  vias: 898
  ant_nets: 0
  first_pass_iters: 4
  vias_per_cell: 4.535
  dr.first_iter.drc_count: 58
  routedWlPerCell_um: 14.69
  drc: 0
  n_antenna_cell: 0
  drt_wl_total_um: 2909
critical_path:
  cp_data_arrival_time_ns: 1.99
  path_class: "input pin to output port"
  cp.required_ns: 2.08
  critPathMaxFanout: 5
  critPathLaunchType: "input pin"
  end_kind: "output port"
floorplanning:
  die_x_um: 80
  die_area_mm2: 0.006400
  fp_util: 0.1527
  rows: 21
  core-area_mm2: 0.003416
  die_y_um: 80
  pin_count: 60
## power by group
part           leakage (µW)  internal [µW]  switching (µW)
Combinational      0.000577            156            74.3
Sequential                0              0               0
Clock                     0              0               0
## cells in the final DEF, fill, tap and decap left out, types with 2 or more instances in the layout
cell type / instances
a22o_1: 6
dlygate4sd2_1: 4
a211oi_1: 2
and3_1: 2
buf_4: 13
nor2_1: 2
o22ai_1: 8
a221o_1: 3
and2_4: 2
clkdlybuf4s50_1: 55
buf_6: 2
a21oi_1: 17
nor2b_1: 7
a21o_1: 11
nand2_1: 3
## final timing paths
| kind | from | endpoint | cells after the start | slack (ns) |
|---|---|---|---|---|
| setup / recovery | ExtendSrc[0] | out[13] | 7 | 0.09 |
| hold / removal | in[24] | out[31] | 3 | 1.77 |
## what timing repair did
item	CTS	global route
resized	13	3
pin swaps	2	0
hold buffers	0	0
gates cloned	1	1
endpoints found under the setup margin	30	9
buffers inserted	1	0
## metal layers
metal / global-route usage / vias to the layer above / part of all wire
li1: - / 461 / -
met1: 0.1022 / 412 / 0.42
met2: 0.1485 / 25 / 0.50
met3: 0.01705 / 0 / 0.076
met4: 0 / 0 / 0
met5: 0 / - / 0
## cell families after synthesis
group | count (synthesis) | share of synthesized area
buffers and inverters | 11 | 0.09830
AND/OR/NAND/NOR | 21 | 0.2302
AND-OR/OR-AND | 52 | 0.6715
## critical path, stage by stage
cell             delay (ns)
dlygate4sd2_1          0.27
buf_2                  0.17
nor2b_4                0.11
clkdlybuf4s15_2        0.24
a21oi_1                0.04
o22ai_1                0.15
clkdlybuf4s50_1        0.49
## layout make-up
cell class,instances,area (µm²),share of cell area
Inverter,1,3.754,0.002849
Timing Repair Buffer,78,754.5,0.5727
Multi-Input combinational cell,73,501.7,0.3808
Tap cell,46,57.56,0.04368
## through the flow
step	util	TNS (ns)	power [µW]
2_1_floorplan	-	0	66.16
3_3_place_gp	0.3681	-3.063	223.8
3_5_place_dp	0.3681	-3.608	224.8
4_1_cts	0.3795	0	231.3
5_1_grt	0.3857	0	251.5
6_report	0.3857	0	230.4
No activity file was given, so power comes from the tool's default toggle rates.
