==> flow/config.mk <==
export PLATFORM = sky130hd
export DESIGN_NAME = Regfile
export DESIGN_NICKNAME = Regfile
export VERILOG_FILES = /design/flow/design.v
export SDC_FILE = /design/flow/constraint.sdc
export NUM_CORES = 4
export LEC_CHECK = 1
export CORE_UTILIZATION = 50
==> flow/constraint.sdc <==
current_design Regfile

set clk_period 7.2
set clk_io_pct 0.2

create_clock -name clk0 -period $clk_period [get_ports {clk}]

set non_clock_inputs [all_inputs -no_clocks]
set_input_delay [expr $clk_period * $clk_io_pct] -clock clk0 $non_clock_inputs
set_output_delay [expr $clk_period * $clk_io_pct] -clock clk0 [all_outputs]
==> flow/design.v <==
`timescale 1ns / 1ps
module Regfile(
    input clk,
    input [4:0] A1,
    input [4:0] A2,
    input [4:0] A3,
    input WE,
    output [31:0] RS1,
    output [31:0] RS2,
    input [31:0] WD
    );
    reg [31:0] REGFILE [1:31];
    always@(posedge clk)begin
    if(WE) REGFILE[A3] <= WD;
    end
    assign RS1 = !A1 ? 32'b0 : REGFILE[A1];
    assign RS2 = !A2 ? 32'b0 :REGFILE[A2];
endmodule
==> flow/run.sh <==
#!/bin/bash
# OpenROAD 26Q1-2900-gdf79404cd8, Yosys 0.63+post, stock flow scripts
make -C /OpenROAD-flow-scripts/flow DESIGN_CONFIG=/design/flow/config.mk WORK_HOME=/design/flow/orfs finish
==> run notes <==
Implementation progress

The first global-routing pass estimated 207000 um of wire. The count of cells resized by post-cts repair stands at 0. The number of clock buffers added by TritonCTS is 106. The report counts max-capacitance violations totalling 0.

The total number of warnings across the stage logs stands at 25. The power share of the combinational group stands at 0.090. The hold buffer count at cts stands at 0. The commonest register cell is sky130_fd_sc_hd__edfxtp_1. The maximum achievable frequency stands at 168 MHz. Along the worst path, the maximum fanout reaches 45.

At the worst endpoint, the arrival time is 4.52 ns. The HPWL after detailed placement is 83400 um. For reference, the critical path is launched at A2[1]. The worst setup path is captured at a primary output. Per the post-synthesis report, the number of cells in the design is 2601. The tree is rooted in a sky130_fd_sc_hd__clkbuf_16. The initial antenna violation count was 3.

The finished layout holds 4087 standard cells, fillers aside. The post-placement cell count stands at 3892. Power spread over the standard cell area amounts to 247 mW/mm2. STA lists the startpoint of the worst hold path as WD[10].

Compared with the post-synthesis result, the final layout area differs by 14.1%. The headroom to the max-slew limit stands at 0.324. The number of vias per cell after detailed routing stands at 6.63. The mapped netlist covers 0.0465 mm2. The portion of the post-synthesis area used by sequential elements stands at 0.641. Among all cell types in the netlist, the one instantiated most often is sky130_fd_sc_hd__edfxtp_1. In the final layout, the registers with the most flip-flops are REGFILE x992. Counting pins that exceed their max-slew limit in the final report gives 0. For this run, the number of Yosys warnings is 1. The worst setup path is launched from an input port. The chip area line of the yosys report stands at 0.0465 mm2. Averaged over all synthesized cells, the footprint is 17.9 um2. Post-CTS timing repair inserted 0 buffers for setup. TritonCTS built the clock tree.

The synthesized netlist contains 38 unique library cells. The worst supply voltage drop on vdd stands at 0.000185 V. Per the log, the first TritonRoute iteration ended with a DRC count of 1959. The floorplan die width stands at 307 um. After synthesis, the design contains 2601 cells according to Yosys. The net load switching power stands at 2.97 mW.

The share of flip-flops with an asynchronous set or reset stands at 0. The detailed-route wire length per cell stands at 35.2 um. STA puts the critical path data required time at 5.76 ns. The total global-route track usage stands at 0.350. The minimum period implied by the final worst setup slack stands at 5.96 ns. The placement report lists the number of port buffers as 112. The ratio of cells with drive above 1 in the final layout stands at 0.252. The maximum root-to-sink buffer count stands at 3.

The final layout reports a setup TNS of 0 ns. Per the finish-stage timing summary, setup violations number 0. The top cell type's share of synthesized area stands at 0.641. The power report attributes to the sequential group a share of 0.492. The via count of the first global-routing pass is 29900. After floorplanning, the core was sized to cover 0.0919 mm2.

The total iterations of the first detailed-routing run stands at 6. Entering global routing, the biggest net connects 75 pins. The run finished with clean final reports.

REGFILE holds more flip-flops than any other register. The worst setup path is of the in2out kind. In the finished design, the share of the clock period the worst path needs comes to 0.828. The count of clock tree sinks stands at 992. The final timing report lists a hold violation count of 0. The proportion of power drawn by the clock network stands at 0.418. The clock-pin slew on the worst setup and hold paths stands at 0.06 ns. Setup repair after global routing left no endpoint under its margin. The number of placement rows stands at 111.

Sorting the synthesized cells by area gives the leading types as sky130_fd_sc_hd__edfxtp_1 64%, sky130_fd_sc_hd__mux4_2 16%, sky130_fd_sc_hd__mux2i_1 6.8%. The switching fraction of total power stands at 0.226. The final routed DRC violation total stands at 0. Per the detailed-route log, wirelength across all metal layers totals 144000 um. The number of top-level design ports stands at 113. The count of nets left with antenna violations once routing finished came out at 0. sky130_fd_sc_hd__edfxtp_1 takes more of the synthesized area than any other cell. The chip occupies 0.0942 mm2. The internal power of the cells totals 10.1 mW.

The number of flip-flops under the largest register name stands at 992. The synthesis run shows the most used standard cells to be 992 x sky130_fd_sc_hd__edfxtp_1, 339 x sky130_fd_sc_hd__mux4_2, 316 x sky130_fd_sc_hd__mux2i_1. The global placer's final weighted congestion stands at 0.887.

The level count of the clock H-tree stands at 3. The die height stands at 307 um. The actual slew at the worst max-slew pin stands at 1.01 ns. In this run, synthesis inferred 992 flip-flops with an integrated enable. The number of filler cells placed in the layout stands at 6761. Note that the worst hold path type here is in2reg.

The total power consumption of the routed design stands at 13.1 mW. The script extracted a total leakage power of 17.5 nW. The synthesis-stage register bit count stands at 992. The total congestion overflow stands at 0. The detailed-route via count stands at 27100. The initial utilization of the core area, before any placement, comes to 0.506.
-- worst max-delay path, stage by stage --
cell                              delay (ns)
sky130_fd_sc_hd__buf_4                  0.49
sky130_fd_sc_hd__buf_4                  0.69
sky130_fd_sc_hd__nor2b_4                0.24
sky130_fd_sc_hd__buf_4                  0.28
sky130_fd_sc_hd__a22oi_1                0.24
sky130_fd_sc_hd__nand3_1                0.11
sky130_fd_sc_hd__a31oi_1                0.42
sky130_fd_sc_hd__clkdlybuf4s50_1        0.56
-- per-layer routing --
layer  wire length [um]  global-route usage  vias to the layer above
li1                   -                   -                    11200
met1              46100               0.457                    13600
met2              66300               0.488                     2004
met3              25800               0.262                      287
met4               5580              0.0998                        8
met5                127              0.0140                        -
-- kinds of logic after synthesis --
family	share of synthesized area
buffers and inverters	0.0236
AND/OR/NAND/NOR	0.0385
flip-flops	0.641
AND-OR/OR-AND	0.0517
multiplexers	0.246
-- worst paths after layout --
kind              end  cells after the start  slack (ns)
max           RS2[30]                      8        1.24
min   REGFILE[23][10]                      2        1.57
-- power by group through the flow --
stage	clock network [mW]	logic, mW	registers [mW]
final	5.48	1.18	6.46
after global routing	5.77	1.26	6.46
after CTS	5.55	1.18	6.45
-- stage by stage --
step | area (um2) | worst slack (ns) | hold slack, ns | util
after floorplan | 46500 | 2.77 | 1.54 | -
after global placement | 49600 | 1.32 | 2.26 | 0.539
after detailed placement | 49600 | 1.22 | 2.27 | 0.539
after CTS | 53100 | 1.22 | 1.55 | 0.577
after global routing | 53100 | 1.18 | 1.59 | 0.577
final | 53100 | 1.24 | 1.57 | 0.577
-- final cells by class --
class,instances,area (um2),area share
flip-flops and latches,992,29800,0.561
multi-input cells,1404,15900,0.300
clock buffers,132,2790,0.0526
repair buffers,252,2340,0.0442
well taps,1243,1560,0.0293
clock inverters,62,677,0.0128
inverters,1,3.75,0.0000707
diodes,1,2.50,0.0000472
-- layout by cell type, fill, tap and decap left out, types with 24 or more instances in the layout --
cell	instances
sky130_fd_sc_hd__edfxtp_1	992
sky130_fd_sc_hd__mux4_2	339
sky130_fd_sc_hd__mux2i_1	316
sky130_fd_sc_hd__buf_4	129
sky130_fd_sc_hd__clkbuf_16	108
sky130_fd_sc_hd__clkdlybuf4s50_1	104
sky130_fd_sc_hd__a22oi_1	92
sky130_fd_sc_hd__nand2_1	89
sky130_fd_sc_hd__nor2_1	83
sky130_fd_sc_hd__a21oi_1	68
sky130_fd_sc_hd__nand3_1	52
sky130_fd_sc_hd__a22o_1	45
sky130_fd_sc_hd__mux2_2	34
sky130_fd_sc_hd__and2_1	33
sky130_fd_sc_hd__nor2_4	32
sky130_fd_sc_hd__nor2b_1	31
sky130_fd_sc_hd__a211o_1	31
sky130_fd_sc_hd__a311o_1	31
sky130_fd_sc_hd__clkbuf_1	24
Power is estimated from default activity; no workload was simulated.
